### flow/design.v
module currency_val #(
    parameter CURRENCY_WIDTH = 7   
)(
    input wire clk,  
    input wire  rstn,   
    input wire [CURRENCY_WIDTH-1:0] currency_value,  
    input wire currency_valid,     
		input wire dispense_valid,  
    output reg [CURRENCY_WIDTH-1:0] total_currency,    
    output  reg currency_avail  
);
 reg currency_valid_sync_0, currency_valid_sync_1;  
 reg [CURRENCY_WIDTH-1 : 0] currency_value_r0, currency_value_r1;  
    always @(posedge clk or negedge rstn) begin    
        if (!rstn) begin
            currency_valid_sync_0 <= 0;
            currency_valid_sync_1 <= 0;
						currency_value_r0 <= 'h0;
						currency_value_r1 <= 'h0;
        end else begin    
            currency_valid_sync_0 <= currency_valid;
            currency_valid_sync_1 <= currency_valid_sync_0;
						currency_value_r0 <= currency_value;  
						currency_value_r1 <= currency_value_r0;  
        end
    end
    always @(posedge clk or negedge rstn) begin 
        if (!rstn) begin
            total_currency <= 0;
            currency_avail <= 0;
        end else begin
            if (currency_valid_sync_1) begin  
                total_currency <= total_currency + currency_value_r1;  
                currency_avail <= 1;
            end else if (dispense_valid) begin  
                currency_avail <= 0;
								total_currency <= 'h0;  
            end
        end
    end
endmodule
### flow/run.sh
#!/bin/bash
# OpenROAD 26Q1-2900-gdf79404cd8, Yosys 0.63+post, stock flow scripts
make -C /OpenROAD-flow-scripts/flow DESIGN_CONFIG=/design/flow/config.mk WORK_HOME=/design/flow/orfs finish
### flow/config.mk
export PLATFORM = sky130hd
export DESIGN_NAME = currency_val
export DESIGN_NICKNAME = currency_val
export VERILOG_FILES = /design/flow/design.v
export SDC_FILE = /design/flow/constraint.sdc
export NUM_CORES = 4
export LEC_CHECK = 1
export CORE_AREA = 10 10 82 82
export DIE_AREA = 0 0 92 92
### flow/constraint.sdc
current_design currency_val

set clk_period 3.2
set clk_io_pct 0.2

create_clock -name clk0 -period $clk_period [get_ports {clk}]

set non_clock_inputs [all_inputs -no_clocks]
set_input_delay [expr $clk_period * $clk_io_pct] -clock clk0 $non_clock_inputs
set_output_delay [expr $clk_period * $clk_io_pct] -clock clk0 [all_outputs]
==> results.py <==
# Physical implementation metrics
metrics = {
    "pwr": {
        "p_switching_mw": 0.238,
        "powerDensity_mw_per_mm2": 713,
        "p_comb_frac": 0.301,
        "sw_frac_of_total": 0.259,
        "clkPwrFrac": 0.280,
        "pwr-share-seq": 0.419,
        "peakVddDrop_v": 0.000238,
        "power.leakage_nw": 0.557,
        "intPower_mw": 0.680,
    },
    "synthesis": {
        "yosys_area_um2": 941,
        "syn_inst": 71,
        "ys_ff": 24,
        "ys_cells": 71,
        "yosysWarnings": 1,
        "ys_seq_frac": 0.638,
        "syn_area_um2": 941,
        "syn_avg_cell_area_um2": 13.3,
        "synth.distinct_cells": 23,
    },
    "critical_path": {
        "crit_fanout": 3,
        "crit_chain": "ha_1 > inv_1 > fa_1 > nor2b_4 > o21a_1 > or3_1 > a32o_1",
        "required_ns": 3.35,
        "startpoint_type": "register",
        "rr_startpoint": "total_currency[0]",
        "critPathSlowestCell": "dfrtp_1",
        "worstRegToRegCells": 7,
        "crit_arrival_ns": 1.98,
        "worst-r2r-setup-slack_ns": 1.37,
        "reg2reg_to": "total_currency[4]",
        "worst-setup-path-type": "reg2reg",
        "cp_slowest_stage_delay_ns": 0.40,
        "worst_setup_path_end_kind": "register",
    },
    "grt": {
        "grt_use_met2": 0.0635,
        "grt-ovfl-total": 0,
        "grt_busiest_layer": "met2",
        "use_met3": 0.0140,
        "grt_max_degree": 25,
        "antenna_found_initial": 0,
        "grt_usage": 0.0397,
        "grt_pass1_vias": 644,
        "grt_util_met1": 0.0517,
        "grt_pass1_wl_um": 2820,
    },
    "route": {
        "wirelength_um": 1640,
        "firstDrtPassIters": 4,
        "drt_iter0_drc": 41,
        "insertedDiodeCount": 0,
        "drc": 0,
        "avgViaCountPerCell": 3.65,
        "routedWlPerCell_um": 9.99,
        "num_vias": 598,
        "ant_nets": 0,
    },
    "cts": {
        "tritoncts": "yes",
        "clockRootBuffer": "clkbuf_8",
        "post_cts_buffers": 0,
        "cts_sinks": 24,
        "cts_buffer_depth": 2,
        "ctsHoldBuffers": 0,
        "insertion_delay_ns": 0.26,
        "path_clk_slew_ns": 0.08,
        "cts_resized": 0,
        "cts_buffers": 3,
        "htree_levels": 1,
    },
    "die": {
        "dieWidth_um": 92,
        "fp-row-count": 26,
        "io_pins": 19,
        "core-area_mm2": 0.00507,
        "die_h_um": 92,
        "die_area_mm2": 0.00846,
        "fp_util": 0.185,
    },
    "cells_and_area": {
        "drive_gt1_frac": 0.0638,
        "areaGrowthSynthToFinish_pct": 36.8,
    },
    "sta": {
        "slew_headroom": 0.679,
        "finClkSkew_ns": 0.00321,
        "worstMarginPinSlew_ns": 0.480,
        "fmax_mhz": 546,
        "finalCriticalPeriod_ns": 1.83,
        "fin_hold_ws_ns": 0.351,
        "report.final.slew_viol_count": 0,
        "setup_viol": 0,
        "finalHoldViolations": 0,
        "setup_tns_ns": 0,
        "finalClockPeriodUsage": 0.572,
        "rsz0062_at_grt": "no",
    },
    "place": {
        "place_hpwl_um": 1320,
        "portBuffers": 18,
        "gp_congestion": 0.806,
    },
    "hold_path": {
        "whs_endpoint": "currency_value_r1[0]",
        "min_path_cells": 0,
        "min_path_type": "reg2reg",
        "holdCritStartpoint": "currency_value_r0[0]",
    },
    "status": {
        "status": "complete, no violations",
    },
    "run": {
        "warnings": 25,
        "maxCapViolCount": 0,
    },
}
## per-stage QoR
stage / utilization / instance area, µm² / setup slack (ns) / instances / power [mW]
floorplan: - / 941 / 1.46 / 71 / 0.543
global placement: 0.240 / 1220 / 1.41 / 160 / 0.666
detailed placement: 0.240 / 1220 / 1.36 / 160 / 0.675
CTS: 0.254 / 1290 / 1.37 / 164 / 0.935
global route: 0.254 / 1290 / 1.29 / 164 / 0.985
finish: 0.254 / 1290 / 1.37 / 164 / 0.919
## state kept, by name (all words and copies together), names as in the netlist
name and flops:
currency_valid_sync_1 1, currency_avail 1, total_currency 7, currency_valid_sync_0 1, currency_value_r0 7, currency_value_r1 7
## critical path: cells and delay by family, from the launching register on
family / cells / cell delay [ns]
compound gates: 2 / 0.44
fa+ha+maj: 2 / 0.47
buf+inv: 1 / 0.07
flops: 1 / 0.40
simple gates: 2 / 0.36
## power groups by stage
stage / clock [mW] / combinational [mW] / sequential [mW]
CTS: 0.266 / 0.284 / 0.386
global route: 0.276 / 0.316 / 0.392
finish: 0.257 / 0.277 / 0.385
## synth_stat cells
cell type / n / area share
a211oi_1: 1 / 0.0080
a21o_1: 1 / 0.0080
a21oi_1: 3 / 0.016
a22o_1: 1 / 0.0093
a32o_1: 1 / 0.011
a32oi_1: 1 / 0.0093
dfrtp_1: 24 / 0.64
fa_1: 1 / 0.021
ha_1: 6 / 0.080
inv_1: 5 / 0.020
nand2_1: 7 / 0.028
nand3b_1: 1 / 0.0080
nor2_1: 1 / 0.0040
nor2b_4: 1 / 0.015
nor4b_1: 1 / 0.0093
o211a_1: 1 / 0.011
o211ai_1: 1 / 0.0080
o21a_1: 1 / 0.0080
o21ai_0: 7 / 0.037
o31ai_1: 1 / 0.0080
or3_1: 1 / 0.0067
xnor2_1: 2 / 0.019
xor2_1: 2 / 0.019
## worst max path at each step
stage	start	endpoint	slack, ns	cells past startpoint
global route	total_currency[0]	total_currency[4]	1.29	7
CTS	total_currency[0]	total_currency[4]	1.37	7
finish	total_currency[0]	total_currency[4]	1.37	7
## layout by cell type (no fill, tap or decap), types with 2 or more instances in the layout
master,Yosys,layout
nand2_1,7,7
dfrtp_1,24,24
xor2_1,2,2
clkbuf_8,0,3
xnor2_1,2,2
a21oi_1,3,3
clkdlybuf4s50_1,0,18
ha_1,6,6
inv_1,5,5
o21ai_0,7,7
## layer usage
| layer | vias to the layer above | routed length [µm] |
|---|---|---|
| met5 | - | 0 |
| met4 | 0 | 13 |
| met3 | 2 | 89 |
| met2 | 18 | 777 |
| met1 | 281 | 759 |
| li1 | 297 | - |
## kinds of logic after synthesis
logic type	synth area share
AOI/OAI and AO/OA	0.133
DFF	0.638
xor gates and xnor gates	0.0372
buffers and inverters	0.0199
and+or+nand+nor	0.0705
adders and majority gates	0.101
## final cells by class
cell class	instances	area (µm²)
Tap cell	70	87.6
Clock inverter	1	30.0
Clock buffer	3	41.3
Fill cell	543	3790
Timing Repair Buffer	19	188
Multi-Input combinational cell	42	322
Sequential cell	24	601
Inverter	5	18.8
Power and IR drop assume default switching activity.
